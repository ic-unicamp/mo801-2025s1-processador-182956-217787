==> ./design.v <==
module alu_decoder (
    input  [1:0] alu_op,
    input  [6:0] opcode,
    input  [2:0] funct3,
    input  [6:0] funct7,    
    output reg [3:0] alu_control
);
    always @(*) begin
        case (alu_op)
            2'b00: alu_control = 4'b0000;
            2'b01: alu_control = 4'b0001;
            2'b10: begin
                case (opcode)
                    7'b011_0011: begin
                        case (funct3)
                            3'b000: alu_control = (funct7 == 7'b0100000) ? 4'b0001 : 4'b0000;
                            3'b001: alu_control = 4'b0101;
                            3'b010: alu_control = 4'b1000;
                            3'b011: alu_control = 4'b1001;
                            3'b100: alu_control = 4'b0100;
                            3'b101: alu_control = (funct7 == 7'b0100000) ? 4'b0111 : 4'b0110;
                            3'b110: alu_control = 4'b0011;
                            3'b111: alu_control = 4'b0010;
                            default: alu_control = 4'bzzzz;
                        endcase
                    end
                    7'b001_0011: begin
                        case (funct3)
                            3'b000: alu_control = 4'b0000;   
                            3'b010: alu_control = 4'b1000;   
                            3'b011: alu_control = 4'b1001;  
                            3'b100: alu_control = 4'b0100;   
                            3'b110: alu_control = 4'b0011;    
                            3'b111: alu_control = 4'b0010;   
                            3'b001: alu_control = 4'b0101;   
                            3'b101: alu_control = (funct7 == 7'b0100000) ? 4'b0111 : 4'b0110;   
                            default: alu_control = 4'bzzzz;
                        endcase
                    end
                    7'b000_0011: alu_control = 4'b0000;
                    7'b010_0011: alu_control = 4'b0000;
                    7'b110_0011: begin
                        case (funct3)
                            3'b000: alu_control = 4'b0001;    
                            3'b001: alu_control = 4'b0001;    
                            3'b100: alu_control = 4'b1000;     
                            3'b101: alu_control = 4'b1000;     
                            3'b110: alu_control = 4'b1001;    
                            3'b111: alu_control = 4'b1001;    
                            default: alu_control = 4'bzzzz;
                        endcase
                    end
                    7'b110_0111: alu_control = 4'b0000;  
                    7'b110_1111: alu_control = 4'b0000;
                    7'b011_0111: alu_control = 4'b1010;
                    7'b001_0111: alu_control = 4'b0000;
                    default: alu_control = 4'bzzzz;  
                endcase
            end
            default: alu_control = 4'bzzzz;  
        endcase
    end
endmodule
==> ./run.sh <==
#!/bin/bash
# OpenROAD 26Q1-2900-gdf79404cd8, Yosys 0.63+post, stock flow scripts
make -C /OpenROAD-flow-scripts/flow DESIGN_CONFIG=/design/flow/config.mk WORK_HOME=/design/flow/orfs finish
==> ./config.mk <==
export PLATFORM = sky130hd
export DESIGN_NAME = alu_decoder
export DESIGN_NICKNAME = alu_decoder
export VERILOG_FILES = /design/flow/design.v
export SDC_FILE = /design/flow/constraint.sdc
export NUM_CORES = 4
export LEC_CHECK = 1
export CORE_AREA = 10 10 70 70
export DIE_AREA = 0 0 80 80
==> ./constraint.sdc <==
current_design alu_decoder

set clk_period 3.3
set clk_io_pct 0.2

create_clock -name clk0 -period $clk_period

set non_clock_inputs [all_inputs -no_clocks]
set_input_delay [expr $clk_period * $clk_io_pct] -clock clk0 $non_clock_inputs
set_output_delay [expr $clk_period * $clk_io_pct] -clock clk0 [all_outputs]
==> notes.md <==
Main metrics from the flow reports.

23 I/O pins were placed. Setup repair after global routing left no endpoint under its margin. The worst relative slew slack came out at between 80 and 90%. The end of the worst hold path is alu_control[0]. The actual slew at the worst max-slew pin came out at between 200 and 300 ps.

The end-of-flow timing check tallies setup violations at 0. The sum of overflow across all layers after global routing came out at 0. The length of routed met2 wiring is 679 um. The height of the die is roughly 80 um. The repair_antennas step left the layout with diodes totalling 0. The mean number of vias per cell came out at roughly 3.7. The share of cells above drive strength 1 came out at between 10% and 20%.

The count of routing violations after the opening detailed-route iteration came out at 44. The number of setup buffers added after CTS is 0. STA classifies the critical path endpoint as a primary output.

Per the run summary, max-cap violations total 0. The total count of max-transition violations in the final report is 0. The wire length recorded after detailed routing is 1280 um. At the end of the flow the core is filled with cells to roughly a fifth.

Counting I/O delays and the setup requirement, the final critical path takes between 3000 and 4000 ps. Averaged over all synthesized cells, the footprint is about 7.3 um2. The post-synth design cell area came out at roughly 330 um2.

Per the cell usage report, the commonest logic cells after layout are sky130_fd_sc_hd__clkdlybuf4s50_1, sky130_fd_sc_hd__buf_4, sky130_fd_sc_hd__inv_1, sky130_fd_sc_hd__nor2_1. The count of buffer and inverter cells on the critical path is 2. The worst hold slack came out at between 2000 and 2500 ps. The family of cells with the greatest summed delay on the critical path is buffers and inverters. The final route contains 461 vias. The launch point of the worst hold path is alu_op[1]. The highest clock frequency the design can meet came out at just over 0.3 GHz. Yosys stat counts between 40 and 50 cells in the synthesized netlist. The width of the chip came out at approximately 80 um.

The number of cells on the worst hold path is 4. The first-pass detailed-route iteration total is 4. Warnings raised by the tools during the run amount to 33. The switching fraction of total power is 37.0%.

The number of antenna violations at the first check in global routing came out at 0. In the final routed layout, each cell accounts on average for about 10 um. After floorplanning, the core was sized to cover 0.00342 mm2. The count of buffers added on input and output ports is 23.

After detailed routing, the met3 layer carries 44 um of wire. The clock share of power is 0%. The via count of the first global-routing pass was around 480. The overall chip area came out at ~0.0064 mm2.

The last weighted congestion value of the routability-driven placer is roughly 0.75. There are 0 flip-flops and latches. In this run the power density over the cells is around 98 mW/mm2. The area reported by Yosys stat is 327 um2.

The number of cells produced by synthesis came out at ~45. The flow reports that sequential cells draw 0% of the design power. The net load switching power is 25.3 uW. The critical-path maximum fanout came out at 4. STA classifies the critical path startpoint as an input pin. The worst hold path belongs to the class in2out. The leakage power in the latest report is between 0.0002 and 0.0003 uW.

According to the floorplan log, the row count is 21. The most frequent cell on the critical path is sky130_fd_sc_hd__clkdlybuf4s50_1. For this design, the CTS-stage hold fixing added 0 buffers.

The number of distinct library cells after synthesis is 31. The remaining routing DRC violations came out at 0. The total half-perimeter wirelength after legalization and detailed placement is between 1000 and 1500 um. On the worst path, the slowest cell contributes a delay of approximately 470 ps. The arrival time at the worst endpoint is about 2600 ps. Warnings reported by Yosys during synthesis add up to 6. The fraction of the cycle the final worst path needs is a little over nine tenths.

The number of failing hold endpoints at the final stage came out at 0. Routed signal wires occupy layers up through met3. The run finished with clean final reports. The number of antenna-violating nets in the routed design came out at 0. The clock buffer count in the final layout is 0.

The required time of the worst setup path is around 2600 ps. The growth of design area from synthesis to finish came out at 113%. The critical setup path kind is in2out. The critical path launch point is opcode[3]. The sequential cell area is 0 um2.

The total global-route track usage is 4.02%. The maximum resistive drop on vdd came out at between 0.015 and 0.02 mV. The timing report shows that the slowest cell on the worst path is sky130_fd_sc_hd__clkdlybuf4s50_1. The global-route wire length before repair came out at 2180 um. Counting only logic cells after layout, the most numerous master is sky130_fd_sc_hd__clkdlybuf4s50_1. The pin count of the biggest net entering global routing is 9. Internal power comes to about 43 uW. After synthesis, flip-flops and latches occupy 0% of the total area. The initial standard-cell utilization of the core came out at a little under a tenth.

The wire length the detailed router placed on met1 is roughly 550 um. The critical path goes through clkdlybuf4s50_1 -> or2_1 -> o311ai_2 -> a311oi_1 -> o311a_1 -> clkdlybuf4s50_1. The combinational share of power is approximately 100%.
==> metal layers <==
metal | track usage, % | vias to the layer above
met2 | 7.30 | 10
li1 | - | 246
met1 | 5.21 | 205
met5 | 0 | -
met3 | 0.455 | 0
met4 | 0 | 0
==> cells in the mapped netlist (2+ instances only) <==
cell / number / area, um2
sky130_fd_sc_hd__nand3_1: 2 / 10.0
sky130_fd_sc_hd__nand2_1: 3 / 11.3
sky130_fd_sc_hd__nor2_1: 4 / 15.0
sky130_fd_sc_hd__inv_1: 4 / 15.0
sky130_fd_sc_hd__o21ai_0: 2 / 10.0
sky130_fd_sc_hd__ha_1: 2 / 25.0
sky130_fd_sc_hd__a31oi_1: 3 / 18.8
sky130_fd_sc_hd__nor4b_1: 2 / 17.5
==> power by group through the flow <==
stage | clock [uW] | combinational [uW] | sequential, uW
CTS | 0 | 68.7 | 0
global route | 0 | 75.6 | 0
finish | 0 | 68.3 | 0
==> how the worst max path moves through the flow <==
stage | to | cells past startpoint | slack [ps]
6_report | alu_control[3] | 6 | 80
5_1_grt | alu_control[3] | 6 | 3
4_1_cts | alu_control[3] | 6 | 50
==> kinds of logic (layout without fill, tap and decap cells) <==
family / after synthesis / in the layout / synth area share [%]
simple gates: 20 / 20 / 39.5
compound gates: 17 / 17 / 42.5
buf+inv: 5 / 37 / 6.90
fa+ha+maj: 2 / 2 / 7.66
mux: 1 / 1 / 3.45
==> repair_timing <==
| item | in CTS | in global routing |
|---|---|---|
| endpoints found under the setup margin | 2 | 2 |
| cloned | 0 | 0 |
| gates resized | 2 | 1 |
| pin swaps | 1 | 2 |
==> cell type report <==
| type | count | area, um2 |
|---|---|---|
| timing repair buffer | 33 | 304 |
| multi-input combinational | 40 | 318 |
| fill | 385 | 2720 |
| inverter | 4 | 15.0 |
| tap | 46 | 57.6 |
==> through the flow <==
step                TNS (ps)  cell area, um2  setup slack (ps)  std cells  total power [uW]
floorplan                  0             327               910         45              23.1
global placement       -98.9             682             -98.9        123              67.2
global route               0             694              3.32        123              75.6
finish                     0             694              75.5        123              68.3
detailed placement      -122             682              -120        123              68.2
CTS                        0             688              48.3        123              68.7
Power is estimated from default activity; no workload was simulated.
