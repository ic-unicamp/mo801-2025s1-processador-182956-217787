### /design/flow/config.mk
export PLATFORM = sky130hd
export DESIGN_NAME = imm_decoder
export DESIGN_NICKNAME = imm_decoder
export VERILOG_FILES = /design/flow/design.v
export SDC_FILE = /design/flow/constraint.sdc
export NUM_CORES = 4
export LEC_CHECK = 1
export CORE_AREA = 10 10 70 70
export DIE_AREA = 0 0 80 80
### /design/flow/constraint.sdc
current_design imm_decoder

set clk_period 1.0
set clk_io_pct 0.2

create_clock -name clk0 -period $clk_period

set non_clock_inputs [all_inputs -no_clocks]
set_input_delay [expr $clk_period * $clk_io_pct] -clock clk0 $non_clock_inputs
set_output_delay [expr $clk_period * $clk_io_pct] -clock clk0 [all_outputs]
### /design/flow/run.sh
#!/bin/bash
# OpenROAD 26Q1-2900-gdf79404cd8, Yosys 0.63+post, stock flow scripts
make -C /OpenROAD-flow-scripts/flow DESIGN_CONFIG=/design/flow/config.mk WORK_HOME=/design/flow/orfs finish
### /design/flow/design.v
module imm_decoder (
    input  [6:0] opcode,
    output reg [2:0] imm_selection
);
    always @(*) begin
        case(opcode) 
            7'b001_0011:   imm_selection = 3'b000;
            7'b000_0011:   imm_selection = 3'b000;
            7'b110_0111:   imm_selection = 3'b000;
            7'b110_0011:   imm_selection = 3'b010;
            7'b010_0011:   imm_selection = 3'b001;
            7'b110_1111:   imm_selection = 3'b100;
            7'b001_0111:  imm_selection = 3'b011;
            7'b011_0111:    imm_selection = 3'b011;
            default:      imm_selection = 3'bzzz;  
        endcase
    end
endmodule
==> changes_impl.md <==
## Implementation

- Yosys chip area: 71.32 um2
- NetSw: 0.00002732 W
- Placed Area: 259.0 um2
- Core area: 3416 um2
- Routability cong.: 0.7346
- Clock buffers: 0
- Initial drt markers: 1
- Layout cells sized above 1: 0.6800
- Hold_buf cts: 0
- Biggest area cells: a2111oi_2 (21%), nand2_1 (21%), nand4bb_1 (16%)
- Avg Inst Size Synth: 7.132 um2
- Outcome: finished with violations
- Critical path cell sequence: buf_6 -> or3b_4 -> a2111oi_4 -> buf_2
- Worst setup EP type: primary output
- Final Cycle Share: 1.335
- Failing checks: setup timing
- Yosys top cell by area: a2111oi_2
- Fp util: 0.02088
- Mapped cell area: 71.32 um2
- First-pass GRT wire length: 676 um
- Slowest CP cell: or3b_4
- Post-route cell area: 272.8 um2
- Crit path max fanout: 2
- Die height: 80 um
- Vias in the first global route: 141
- Fmax: 0.7493 GHz
- Fin crit period: 1.335 ns
- WP data arrival: 1.13 ns
- Maximum vdd drop: 0.00002548 V
- Area grow syn2layout: 282.5%
- Core Util, Final: 0.07985
- Slew headroom: 0.8322
- Delay-heaviest family, CP: simple AND/OR/NAND/NOR gates
- Crit-path max cell delay: 0.39 ns
- Drt via density: 2.169
- CP bufs+invs: 2
- Setup violators final: 3
- Die Width: 80 um
- Max Cap Viol: 0
- Drt first pass iters: 2
- Ys cells: 10
- Synthesis Warnings: 2
- Fillers: 400
- All-Layer GR Usage: 0.01201
- Clock share of power: 0
- Pint: 0.00004357 W
- Worst-Margin Slew: 0.2516 ns
- RSZ-0062 raised after global routing: yes
- Post-Route WL: 445 um
- Switching part of the total: 0.3854
- Initial antenna violation count: 0
- Ports: 10
- Share of total power in combinational logic: 1.000
- WL/cell: 6.268 um
- OpenROAD warning count: 35
- Sequential fraction of design power: 0
- # rows: 21
- Count of buffers from port buffering: 10
- Top area contributor share: 0.2105
- CP Launch Type: input port
- Register area share after synthesis: 0
- Critical path class: in2out
- Via count: 154
- Final hold vios: 0
- Critical Path RT: 0.80 ns
- Global route total overflow: 0
- Worst Hold Class: in2out
- Cells after Synth: 10
- Flop count: 0
- Sequential Area: 0 um2
- # diodes: 0
- Unique cell types: 7
- Pleak: 0.09687 nW
- Residual DRC: 0
- Slew Viols, Final: 0
- Post-route ant nets: 0
- Chip area: 6400 um2
- Power Density: 259.9 nW/um2
- Final worst slack: -0.3346 ns
- Largest net degree at the start of global routing: 5
cells by family (layout without fill, tap and decap cells):
group           count (synthesis)  in the layout  synth area share
buf+inv                         0             15                 0
compound gates                  2              2            0.3158
simple gates                    8              8            0.6843
timing repair:
item,4_1_cts,5_1_grt
pin swaps,6,6
endpoints found under the setup margin,3,3
gates resized,38,3
setup buffers,0,2
cells in the final DEF, fill, tap and decap left out, drive strengths merged:
cell	netlist	layout
buf	0	13
nand2	4	4
dlygate4sd2	0	2
or3b	1	1
a2111oi	1	1
nor4	1	1
nand4bb	1	1
nand3b	1	1
a211oi	1	1
stage by stage:
step / cells / hold slack (ns) / power [W] / setup TNS (ns) / worst slack [ns]
2_1_floorplan: 10 / 0.4132 / 0.00001136 / -0.01822 / -0.01822
3_3_place_gp: 70 / 1.376 / 0.00006068 / -2.676 / -1.051
3_5_place_dp: 70 / 1.396 / 0.00006195 / -2.778 / -1.085
4_1_cts: 70 / 0.6879 / 0.00006325 / -0.5399 / -0.3760
5_1_grt: 71 / 0.7134 / 0.00007611 / -0.5518 / -0.3438
6_report: 71 / 0.6867 / 0.00007089 / -0.4659 / -0.3346
final timing paths:
| path | from | endpoint | depth (start not counted) |
|---|---|---|---|
| worst min-delay path | opcode[3] | imm_selection[1] | 3 |
| worst max-delay path | opcode[4] | imm_selection[0] | 4 |
power by group through the flow:
stage | Combinational [W] | Clock, W | Sequential (W)
finish | 0.0000709 | 0 | 0
global route | 0.0000761 | 0 | 0
CTS | 0.0000633 | 0 | 0
metal layers:
metal	vias up	wire, um	global-route usage
met5	-	0	0
met4	0	0	0
met3	0	57	0.004545
met2	10	142	0.01685
met1	72	245	0.01780
li1	72	-	-
layout make-up:
| cell class | count | area, um2 | share of cell area |
|---|---|---|---|
| Timing Repair Buffer | 15 | 121.4 | 0.4450 |
| Multi-Input combinational cell | 10 | 93.84 | 0.3440 |
| Tap cell | 46 | 57.56 | 0.2110 |
worst min-delay path: cells and delay by family:
| family | cells | cell delay [ns] |
|---|---|---|
| AND-OR/OR-AND | 1 | 0.05 |
| buffers and inverters | 2 | 0.23 |
Yosys cell counts:
| cell | n |
|---|---|
| or3b_1 | 1 |
| nand4bb_1 | 1 |
| nand2_1 | 4 |
| nand3b_1 | 1 |
| a211oi_1 | 1 |
| nor4_1 | 1 |
| a2111oi_2 | 1 |
Power and IR drop assume default switching activity.
